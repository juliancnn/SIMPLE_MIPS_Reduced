[design.v]
`timescale 1ns / 100ps
module alu
#
(
    parameter NB_SHAMT         =              5,
    parameter NB_FUNC          =              6,
    parameter NB_DATA          =             32
)(
    input   wire    [NB_DATA  - 1:0]      i_dataRS,
    input   wire    [NB_DATA  - 1:0]      i_dataRT,
    input   wire    [NB_SHAMT - 1:0]      i_shamt,
    input   wire    [NB_FUNC  - 1:0]      i_func,
    output  reg     [NB_DATA  - 1:0]      o_result,
    output  wire                          o_zero      
);
assign o_zero = ( o_result == 'd0) ? 1'b1 : 1'b0 ;
always @(*)
    case (i_func)
        6'b000000  : o_result    = i_dataRT  <<  i_shamt;
        6'b000010  : o_result    = i_dataRT  >>  i_shamt;
        6'b000011  : o_result    = i_dataRT >>>  i_shamt;
        6'b000100 : o_result    = i_dataRT  <<  i_dataRS;
        6'b000110 : o_result    = i_dataRT  >>  i_dataRS;
        6'b000111 : o_result    = i_dataRT >>>  i_dataRS;
        6'b101011: o_result = {i_dataRT[15:0],{16{1'b0}}} ;
        6'b110001  : o_result    = $signed (i_dataRS) + $signed (i_dataRT);
        6'b100001 : o_result    = i_dataRS + i_dataRT;
        6'b100011 : o_result    = $signed (i_dataRS) - $signed (i_dataRT);
        6'b100100  : o_result    =  i_dataRS & i_dataRT;
        6'b100101   : o_result    =  i_dataRS | i_dataRT;
        6'b100110  : o_result    =  i_dataRS ^ i_dataRT;
        6'b100111  : o_result    = ~(i_dataRS | i_dataRT);
        6'b101010  : o_result    = ($signed (i_dataRS) < $signed (i_dataRT)) ? 'd1 : 'd0;
        default: o_result   = {NB_DATA{1'b1}};
    endcase
endmodule
[config.mk]
export PLATFORM = sky130hd
export DESIGN_NAME = alu
export DESIGN_NICKNAME = alu
export VERILOG_FILES = /design/flow/design.v
export SDC_FILE = /design/flow/constraint.sdc
export NUM_CORES = 4
export LEC_CHECK = 1
export CORE_UTILIZATION = 30
[constraint.sdc]
current_design alu

set clk_period 15.3
set clk_io_pct 0.2

create_clock -name clk0 -period $clk_period

set non_clock_inputs [all_inputs -no_clocks]
set_input_delay [expr $clk_period * $clk_io_pct] -clock clk0 $non_clock_inputs
set_output_delay [expr $clk_period * $clk_io_pct] -clock clk0 [all_outputs]
[run.sh]
#!/bin/bash
# OpenROAD 26Q1-2900-gdf79404cd8, Yosys 0.63+post, stock flow scripts
make -C /OpenROAD-flow-scripts/flow DESIGN_CONFIG=/design/flow/config.mk WORK_HOME=/design/flow/orfs finish
==> summary.rpt <==
PHYSICAL IMPLEMENTATION REPORT
----------------------------------------------------
[Worst setup path]
  Startpoint type of the worst setup path ........................ input port
  Start-to-end type of the worst setup path ........................ input port to output pin
  Arrival time of data at the critical path endpoint ........................ 10.11 ns
  CP endpoint kind ........................ output pin
  Highest net fanout along the worst path ........................ 17
  Critical path startpoint ........................ i_func[3]
  Req. time, crit path ........................ 12.24 ns

[Status]
  Run status ........................ finished, final reports clean

[Logic synthesis]
  Number of different library cells in the post-synthesis netlist ........................ 91
  Top-area cell type share of the netlist area ........................ under 10%
  Number of standard cells reported by yosys ........................ around 2,000
  Post-Synthesis Cells ........................ between 1,500 and 2,000
  Dominant cells by area after synthesis ........................ sky130_fd_sc_hd__ha_1 (9.7%), sky130_fd_sc_hd__a21oi_1 (9.1%), sky130_fd_sc_hd__o21ai_0 (6.2%)
  Seq/Total Area, Yosys ........................ 0%
  Average cell area after synthesis ........................ about 6.2 um^2
  Biggest area consumer among synthesized cells ........................ sky130_fd_sc_hd__ha_1
  Most common cell in the synthesized netlist ........................ sky130_fd_sc_hd__a21oi_1
  Chip area from the yosys synthesis statistics ........................ 12,400 um^2
  YS warnings ........................ 1
  Leading cell types by count after synthesis ........................ sky130_fd_sc_hd__a21oi_1 (227), sky130_fd_sc_hd__nand2_1 (194), sky130_fd_sc_hd__nor2_1 (169), sky130_fd_sc_hd__o21ai_0 (153), sky130_fd_sc_hd__clkbuf_1 (110)
  Netlist Area Pre-Place ........................ ~12,000 um^2

[Drt]
  Total number of vias ........................ between 15,000 and 20,000
  Total Wirelength ........................ between 90 and 100 mm
  Iteration-0 DRC count of the detailed router ........................ approximately 2,200
  Post-route ant nets ........................ 0
  Wire length per cell after detailed routing ........................ around 37 um
  DRC Markers ........................ 0
  Vias per Instance ........................ roughly 7
  1st-pass router iterations ........................ 9

[Job]
  Max-Cap Viols ........................ 0
  Total number of warnings across the stage logs ........................ 96

[Floorplanning]
  Floorplan row count ........................ approximately 74
  I/O Pins ........................ approximately 110
  Die footprint ........................ about 42,000 um^2
  Floorplan Utilization ........................ between 30% and 40%
  Vert. Die Dim ........................ a little over 200 um
  Die Span X ........................ 206 um
  Placeable core area ........................ 40,800 um^2

[STA]
  Max-slew headroom at the worst pin ........................ a little under 30%
  Total count of max-transition violations in the final report ........................ 0
  Post-route fraction of the period consumed by the critical path ........................ between 80 and 90%
  Final number of setup-violating endpoints ........................ 0
  Sum of negative setup slack ........................ 0 ns
  Max Freq ........................ about 0.076 GHz
  Slew of the pin with the lowest slew margin ........................ slightly above 1 ns
  Min Hold Slack ........................ about 7.5 ns
  Total count of hold-check failures in the final report ........................ 0
  Final critical-path required period ........................ 13.17 ns
  Unrepaired setup endpoints after global routing ........................ no

[Cells and area]
  Share of cells above drive strength 1 ........................ under 10%
  Sequential cells ........................ 0
  Area taken by flip-flops and latches ........................ 0 um^2
  CLK BUF ........................ 0
  Post-synthesis to final-layout area growth ........................ 15.7%
  Filler instances ........................ between 4,000 and 5,000

[Power and ir drop]
  Power Density ........................ a little over 40 nW/um^2
  Cell Int Power ........................ 184 uW
  Sw frac ........................ between 60% and 70%
  Switching power summed over all nets ........................ between 300 and 400 uW
  Leakage power figure ........................ 0.00552 uW
  IR drop worst, VDD ........................ between 0.00002 and 0.000025 V

[Placement]
  Total of buffers placed on input and output ports ........................ approximately 110
  DP Wirelength ........................ 77.0 mm
  Global placer's final weighted congestion ........................ about 1.1

[Clock tree]
  Post-CTS setup buffers ........................ 0
  Hold buffer count at cts ........................ 0
  Post-cts repair resize count ........................ 0

[Global routing]
  GRT Residual Overflow ........................ 0
  Via count of the first global-routing pass ........................ about 16,000
  Total track usage ........................ between 40% and 50%
  Largest net degree at the start of global routing ........................ between 70 and 80
  Antenna violations before repair ........................ 9
  Wire length of the first global-routing pass ........................ roughly 130 mm

[Hold path]
  Tightest Hold Check Type ........................ input port to output pin
  Beginning of the worst hold path ........................ i_func[1]

----------------------------------------------------
[final timing paths]
kind	endpoint	slack, ns	depth (start not counted)
hold / removal	o_result[0]	7.51	6
setup / recovery	o_zero	2.13	17
[cell families after synthesis]
| logic type | synth area share (%) |
|---|---|
| mux | 7.52 |
| simple gates | 26.4 |
| fa+ha+maj | 9.99 |
| compound gates | 46.2 |
| xor+xnor | 1.41 |
| buf+inv | 8.48 |
[layout by cell type (no fill, tap or decap), types with 19 or more instances in the layout]
cell                              synthesis  layout
sky130_fd_sc_hd__clkdlybuf4s50_1          0     106
sky130_fd_sc_hd__buf_4                    2     107
sky130_fd_sc_hd__a22oi_1                 28      28
sky130_fd_sc_hd__xnor2_1                 19      19
sky130_fd_sc_hd__o211ai_1                47      47
sky130_fd_sc_hd__o31ai_1                 19      19
sky130_fd_sc_hd__ha_1                    96      96
sky130_fd_sc_hd__inv_1                  108     108
sky130_fd_sc_hd__nand3_1                 81      81
sky130_fd_sc_hd__a21oi_1                227     227
sky130_fd_sc_hd__a31oi_1                 22      22
sky130_fd_sc_hd__o22ai_1                 24      24
sky130_fd_sc_hd__nor2_1                 169     165
sky130_fd_sc_hd__nor3_1                  70      68
sky130_fd_sc_hd__a211oi_1                49      49
sky130_fd_sc_hd__a21o_1                  38      38
sky130_fd_sc_hd__mux2i_1                 56      56
sky130_fd_sc_hd__nand2_1                194     194
sky130_fd_sc_hd__o21ai_0                153     153
sky130_fd_sc_hd__a221oi_1                36      36
sky130_fd_sc_hd__nand4_1                 24      24
[critical path: stages]
cell and delay, ns:
sky130_fd_sc_hd__clkdlybuf4s50_1 0.65, sky130_fd_sc_hd__or4b_1 0.93, sky130_fd_sc_hd__buf_4 0.38, sky130_fd_sc_hd__nor3_4 0.59
sky130_fd_sc_hd__nor2_1 0.36, sky130_fd_sc_hd__buf_4 0.29, sky130_fd_sc_hd__nand2_1 0.17, sky130_fd_sc_hd__o311ai_0 0.15
sky130_fd_sc_hd__a221oi_1 0.44, sky130_fd_sc_hd__o2111ai_1 0.32, sky130_fd_sc_hd__a2111oi_0 0.73, sky130_fd_sc_hd__nand4bb_1 0.33
sky130_fd_sc_hd__or4_1 0.49, sky130_fd_sc_hd__nor4_1 0.29, sky130_fd_sc_hd__nand4b_1 0.16, sky130_fd_sc_hd__nor3_2 0.22
sky130_fd_sc_hd__clkdlybuf4s50_1 0.50
[layer usage]
metal	part of all wire [%]	GRT usage, %	wire (um)
met2	41	67.3	40000
met1	39	58.9	37800
met3	11	12.6	10500
met5	0.069	1.19	67
met4	8.7	30.3	8420
[layout make-up]
class / count / area (um^2) / share of cell area (%)
inverters: 109 / 409 / 2.84
repair buffers: 216 / 1880 / 13.1
diodes: 5 / 12.5 / 0.0870
multi-input cells: 1728 / 11400 / 79.4
well taps: 532 / 666 / 4.63
[power by group through the flow]
stage         logic [uW]  registers [uW]  clock network, uW
CTS                  556               0                  0
global route         600               0                  0
[stage by stage]
| stage | utilization (%) | std cells | instance area (um^2) | setup slack, ns | total power [uW] |
|---|---|---|---|---|---|
| final | 35.2 | 2590 | 14400 | 2.13 | 582 |
| after global routing | 35.2 | 2585 | 14400 | 1.74 | 600 |
| after CTS | 35.2 | 2585 | 14400 | 2.25 | 556 |
| after detailed placement | 35.2 | 2585 | 14400 | 2.29 | 554 |
| after global placement | 35.2 | 2584 | 14400 | 1.99 | 558 |
| after floorplan | - | 1990 | 12400 | 5.16 | 303 |
Power is estimated from default activity; no workload was simulated.
