==> design/flow/run.sh <==
#!/bin/bash
# OpenROAD 26Q1-2900-gdf79404cd8, Yosys 0.63+post, stock flow scripts
make -C /OpenROAD-flow-scripts/flow DESIGN_CONFIG=/design/flow/config.mk WORK_HOME=/design/flow/orfs finish
==> design/flow/config.mk <==
export PLATFORM = sky130hd
export DESIGN_NAME = debug_unit
export DESIGN_NICKNAME = debug_unit
export VERILOG_FILES = /design/flow/design.v
export SDC_FILE = /design/flow/constraint.sdc
export NUM_CORES = 4
export LEC_CHECK = 1
export CORE_UTILIZATION = 40
==> design/flow/constraint.sdc <==
current_design debug_unit

set clk_period 9.1
set clk_io_pct 0.2

create_clock -name clk0 -period $clk_period [get_ports {i_clock}]

set non_clock_inputs [all_inputs -no_clocks]
set_input_delay [expr $clk_period * $clk_io_pct] -clock clk0 $non_clock_inputs
set_output_delay [expr $clk_period * $clk_io_pct] -clock clk0 [all_outputs]
==> design/flow/design.v <==
`timescale 1ns / 100ps
module debug_unit
#(
    parameter NB_GPIO       = 32,
    parameter NB_PC         = 32,
    parameter N_REG         = 32,
    parameter _NB_INDEX_REG = $clog2(N_REG)
 )
 (
    input  wire                             i_clock,
    input  wire                             i_reset,
    input  wire [NB_GPIO - 1 : 0]           i_gpio,
    input  wire [NB_GPIO - 1 : 0]           i_mips_reg,
    input  wire [NB_GPIO - 1 : 0]           i_mips_mem,
    input  wire [NB_GPIO - 1 : 0]           i_mips_pc,
    output wire [NB_GPIO - 1 : 0]           o_gpio,
    output wire                             o_run,
    output wire                             o_step,
    output wire [NB_PC - 1 : 0]             o_instruction_addr,
    output wire [NB_PC - 1 : 0]             o_instruction_data,
    output wire                             o_instruction_write_enb,
    output wire [NB_PC - 1 : 0]             o_memory_addr,
    output wire [_NB_INDEX_REG - 1 : 0]     o_reg_index,
    output wire                             o_reset
 );
localparam NB_ADDR      = 7;
localparam NB_DATA      = 24;  
localparam NB_HALF      = 16;
localparam POS_DATA     = 0;
localparam POS_ENABLE   = 31;
localparam POS_ADDR     = 16;
localparam [NB_ADDR - 1 : 0]    OP_CLR_ALL              = 'd10;
localparam [NB_ADDR - 1 : 0]    OP_SET_STEP             = 'd11;
localparam [NB_ADDR - 1 : 0]    OP_CLR_STEP             = 'd12;
localparam [NB_ADDR - 1 : 0]    OP_SET_RUN              = 'd13;
localparam [NB_ADDR - 1 : 0]    OP_CLR_RUN              = 'd14;
localparam [NB_ADDR - 1 : 0]    OP_SET_INSTR_ADDR_LOW   = 'd15;
localparam [NB_ADDR - 1 : 0]    OP_SET_INSTR_ADDR_HIGH  = 'd16;
localparam [NB_ADDR - 1 : 0]    OP_SET_INSTR_DATA_LOW   = 'd17;
localparam [NB_ADDR - 1 : 0]    OP_SET_INSTR_DATA_HIGH  = 'd18;
localparam [NB_ADDR - 1 : 0]    OP_SET_INSTR_WRITE_ENB  = 'd19;
localparam [NB_ADDR - 1 : 0]    OP_CLR_INSTR_WRITE_ENB  = 'd20;
localparam [NB_ADDR - 1 : 0]    OP_SET_REG_INDEX        = 'd21;
localparam [NB_ADDR - 1 : 0]    OP_SET_MEM_ADDR_LOW     = 'd22;
localparam [NB_ADDR - 1 : 0]    OP_SET_MEM_ADDR_HIGH    = 'd23;
localparam [NB_ADDR - 1 : 0]    OP_GET_ODATA_MIPS_RF    = 'd24;
localparam [NB_ADDR - 1 : 0]    OP_GET_ODATA_IF_ID      = 'd25;
localparam [NB_ADDR - 1 : 0]    OP_GET_ODATA_ID_EX      = 'd26;
localparam [NB_ADDR - 1 : 0]    OP_GET_ODATA_EX_MEM     = 'd27;
localparam [NB_ADDR - 1 : 0]    OP_GET_ODATA_MEM_WRB    = 'd28;
localparam [NB_ADDR - 1 : 0]    OP_GET_ODATA_MEMORY     = 'd29;
localparam [NB_ADDR - 1 : 0]    OP_GET_ODATA_PC         = 'd30;
localparam [NB_ADDR - 1 : 0]    OP_SET_RESET_UP         = 'd31;
localparam [NB_ADDR - 1 : 0]    OP_SET_RESET_DOWN       = 'd32;
wire [NB_ADDR - 1 : 0]      input_addr;
wire [NB_DATA - 1 : 0]      input_data;
wire                        input_enable;
wire                        clr_all;
(* keep = "true" *) reg [NB_GPIO - 1 : 0] todo;
assign input_addr   = i_gpio[POS_ADDR +: NB_ADDR];
assign input_data   = i_gpio[POS_DATA +: NB_DATA] ;
assign input_enable = i_gpio[POS_ENABLE] ;
assign clr_all      = (input_addr == OP_CLR_ALL) ? 1'b1 : 1'b0;
reg [NB_HALF - 1 : 0]       instruction_data_low;
reg [NB_HALF - 1 : 0]       instruction_data_high;
reg [NB_HALF - 1 : 0]       instruction_addr_low;
reg [NB_HALF - 1 : 0]       instruction_addr_high;
reg                         instruction_write_enable;
reg                         reset;
reg [_NB_INDEX_REG - 1 : 0] reg_index;
reg [NB_HALF - 1 : 0]       memory_addr_low;
reg [NB_HALF - 1 : 0]       memory_addr_high;
reg                         step;
reg                         run;
reg [NB_GPIO - 1 : 0]       output_data;
reg [NB_GPIO - 1 : 0]       output_data_next;
assign o_run                    = run;
assign o_step                   = step;
assign o_instruction_addr       = {instruction_addr_high, instruction_addr_low};
assign o_instruction_data       = {instruction_data_high, instruction_data_low};
assign o_instruction_write_enb  = instruction_write_enable;
assign o_memory_addr            = {memory_addr_high, memory_addr_low};
assign o_reg_index              = reg_index;
assign o_reset                  = reset;
always @ (posedge i_clock)
begin
    todo <= i_gpio;
end
always @ (posedge i_clock)
begin
    if (i_reset || clr_all)
        instruction_data_low <= 0;
    else if (input_enable && input_addr == OP_SET_INSTR_DATA_LOW )
        instruction_data_low <= input_data[0 +: NB_HALF];
end
always @ (posedge i_clock)
begin
    if (i_reset || clr_all)
        instruction_data_high <= 0;
    else if (input_enable && input_addr == OP_SET_INSTR_DATA_HIGH)
        instruction_data_high <= input_data[0 +: NB_HALF];
end
always @ (posedge i_clock)
begin
    if (i_reset || clr_all)
        instruction_addr_low <= 0;
    else if (input_enable && input_addr == OP_SET_INSTR_ADDR_LOW )
        instruction_addr_low <= input_data[0 +: NB_HALF];
end
always @ (posedge i_clock)
begin
    if (i_reset || clr_all)
        instruction_addr_high <= 0;
    else if (input_enable && input_addr == OP_SET_INSTR_ADDR_HIGH )
        instruction_addr_high <= input_data[0 +: NB_HALF];
end
always @ (posedge i_clock)
begin
    if (i_reset || clr_all || (input_addr == OP_CLR_INSTR_WRITE_ENB))
        instruction_write_enable <= 0;
    else if (input_enable && input_addr == OP_SET_INSTR_WRITE_ENB )
        instruction_write_enable <= 1;
end
always @ (posedge i_clock)
begin
    if (i_reset || clr_all)
        reg_index <= 0;
    else if (input_enable && input_addr == OP_SET_REG_INDEX)
        reg_index <= input_data[0 +: _NB_INDEX_REG];
end
always @ (posedge i_clock)
begin
    if (i_reset || clr_all)
        memory_addr_low <= 0;
    else if (input_enable && input_addr == OP_SET_MEM_ADDR_LOW )
        memory_addr_low <= input_data[0 +: NB_HALF];
end
always @ (posedge i_clock)
begin
    if (i_reset || clr_all)
        memory_addr_high <= 0;
    else if (input_enable && input_addr == OP_SET_MEM_ADDR_HIGH )
        memory_addr_high <= input_data[0 +: NB_HALF];
end
always @ (posedge i_clock)
begin
    if (i_reset || clr_all || (input_addr == OP_CLR_RUN))
        run <= 0;
    else if (input_enable && input_addr == OP_SET_RUN )
        run <= 1;
end
always @ (posedge i_clock)
begin
    if (i_reset || clr_all || (input_addr == OP_CLR_STEP))
        step <= 0;
    else if (input_enable && input_addr == OP_SET_STEP)
        step <= 1;
end
always @ (posedge i_clock)
begin
    if (i_reset || clr_all || (input_addr == OP_SET_RESET_DOWN))
        reset <= 0;
    else if (input_enable && input_addr == OP_SET_RESET_UP)
        reset <= 1;
end
always @ (*)
begin
    output_data_next = output_data;
    case (input_addr)
    OP_GET_ODATA_MIPS_RF:   output_data_next = i_mips_reg;
    OP_GET_ODATA_MEMORY :   output_data_next = i_mips_mem;
    OP_GET_ODATA_PC     :   output_data_next = i_mips_pc;
    endcase
end
always @ (posedge i_clock)
begin
    if (i_reset || clr_all)
        output_data <= 0;
    else
        output_data <= output_data_next;
end
assign o_gpio = output_data;
endmodule
==> impl_metrics.json <==
{
  "outcome": "completed",
  "hpwl_mm": 13.2,
  "syn_to_final_growth_pct": 53.9,
  "cts_buffers": 17,
  "startpoint_type": "input pin",
  "fin_util_pct": 63.2,
  "cts_root_buffer": "clkbuf_16",
  "required_ns": 9.38,
  "hp-class": "reg2reg",
  "max_stage_delay_ns": 0.64,
  "cp_data_arrival_time_ns": 4.49,
  "reg2reg_slack_ns": 8.16,
  "htreeDepth": 4,
  "clkTransAtPathRegs_ns": 0.06,
  "cts_resized": 0,
  "drt_iter0_drc": 298,
  "nFillCells": 1168,
  "swShare_pct": 23.8,
  "crit_chain": "clkdlybuf4s50_1, buf_4, nor2b_1, a31o_4, buf_4, nor2_1",
  "antenna_found_initial": 0,
  "internal_power_mw": 1.10,
  "grt_pass1_vias": 5562,
  "hold_ws_ns": 0.451,
  "grt_overflow": 0,
  "wl_per_cell_um": 18.1,
  "setup-violations-final": 0,
  "ff2ff_path_depth": 2,
  "viasPerCell": 5.37,
  "drive_above_1_share_pct": 5.62,
  "max_slew_margin_pct": 46.1,
  "io_pins": 267,
  "power_frac_seq_pct": 41.8,
  "dieArea_sq_mm": 0.0154,
  "pwr-share-comb_pct": 9.5,
  "drc": 0,
  "worstPathMaxFanout": 68,
  "leakage_nw": 3.56,
  "fp-utilization_pct": 41.1,
  "syn_area_sq_mm": 0.00597,
  "ctsLongestPathBuffers": 2,
  "n_antenna_cell": 0,
  "dieWidth_um": 124,
  "dr.pass1.iters": 5,
  "grt_first_pass_wirelength_mm": 31.7,
  "die_h_um": 124,
  "ant_nets": 0,
  "gp_congestion": 0.828,
  "grt_start_max_net_pins": 72,
  "postSynthAreaPerCell_sq_um": 8.86,
  "crit_path_top_delay_cell": "buf_4",
  "worstSetupPathType": "in2reg",
  "p_clk_share_pct": 48.7,
  "cts_setup_buffers": 0,
  "ff_latch_area_sq_mm": 0.00274,
  "powerDensity_mw_per_mm2": 157,
  "total_power_mw": 1.45,
  "gr-usage-all-layers_pct": 26.2,
  "insertion_delay_ns": 0.42,
  "synth_warnings": 1,
  "drv_slew": 0,
  "crit_top_cell": "buf_4",
  "openroad.warnings": 34,
  "hold_viol_final": 0,
  "fin_crit_ns": 4.21,
  "period_used_pct": 46.3,
  "routed_wl_mm": 19.7,
  "max_freq_mhz": 238,
  "core-area_sq_mm": 0.0145,
  "cts_tree": "yes",
  "io_buffers": 258,
  "rows": 44,
  "setup_tns_ns": 0,
  "ir_worst_vdd_uv": 171,
  "logic_area_sq_mm": 0.00296,
  "path_depth": 6,
  "cp.buffers_inverters": 3,
  "rsz0062_at_grt": "false",
  "whs_path_depth": 2,
  "cts_sinks": 137,
  "tightest_slew_ns": 0.807,
  "via_count": 5866,
  "critPathTopFamily": "buffers and inverters",
  "hold_buffers": 0,
  "synth_cells": 674,
  "end_kind": "flip-flop",
  "switching_power_uw": 344,
  "drv_cap": 0,
  "fin_skew_ns": 0
}
cells in the final DEF (no fill, tap or decap), drive strengths merged, types with 2 or more instances in the layout:
master	n
inv	9
nor2b	3
a2bb2oi	2
o21ai	33
nor4	33
clkinv	3
nand3	4
o32a	31
bufinv	2
nand4	2
mux2i	70
nand2	67
nor4b	5
nor2	105
o2bb2ai	32
clkinvlp	2
and3	2
a21oi	36
clkdlybuf4s50	257
clkbuf	19
xnor2	2
buf	9
nor3	31
dfxtp	137
area by class of cell:
class / instances / area share (%)
Multi-Input combinational cell: 470 / 32.2
Sequential cell: 137 / 29.8
Timing Repair Buffer: 266 / 28.7
Clock buffer: 19 / 4.93
Tap cell: 184 / 2.50
Clock inverter: 13 / 1.72
Inverter: 3 / 0.123
path summary, 6_finish.rpt:
path	to	from
worst min register to register	memory_addr_high[6]$_SDFFE_PP0P_	memory_addr_high[6]$_SDFFE_PP0P_
worst max register to register	run$_SDFFE_PP0P_	run$_SDFFE_PP0P_
worst min-delay path	memory_addr_high[6]$_SDFFE_PP0P_	memory_addr_high[6]$_SDFFE_PP0P_
worst max-delay path	instruction_addr_low[5]$_SDFFE_PP0P_	i_gpio[17]
per-stage QoR:
| stage | cell area [sq um] | setup WS (ns) | cells |
|---|---|---|---|
| finish | 9190 | 4.89 | 1092 |
| global route | 9190 | 4.73 | 1092 |
| CTS | 9190 | 4.94 | 1092 |
| detailed placement | 8580 | 4.49 | 1060 |
| global placement | 8580 | 4.54 | 1060 |
| floorplan | 5970 | 5.91 | 674 |
tightest hold or removal path, cell delays in order (launching register included):
cell and delay (ns):
dfxtp_1 0.31, nand2_1 0.05, a21oi_1 0.05
per-layer routing:
metal	track usage (%)	up-vias	routed length [um]
met4	3.54	0	297
met5	0	-	0
met3	7.60	18	1530
met2	39.6	227	8930
met1	39.1	2749	8970
li1	-	2872	-
sequential cells by signal, indices dropped and copies added (netlist names):
signal	count
reset	1
memory_addr_high	16
output_data	32
instruction_addr_low	16
run	1
instruction_data_high	16
instruction_data_low	16
step	1
reg_index	5
instruction_write_enable	1
memory_addr_low	16
instruction_addr_high	16
power groups by stage:
stage,logic [mW],registers (mW),clock network (mW)
4_1_cts,0.137,0.604,0.719
5_1_grt,0.148,0.605,0.747
6_report,0.137,0.604,0.705
Power figures rest on the tool's default switching activity, not on a simulated workload.
