$ cat flow/run.sh
#!/bin/bash
# OpenROAD 26Q1-2900-gdf79404cd8, Yosys 0.63+post, stock flow scripts
make -C /OpenROAD-flow-scripts/flow DESIGN_CONFIG=/design/flow/config.mk WORK_HOME=/design/flow/orfs finish
$ cat flow/config.mk
export PLATFORM = sky130hd
export DESIGN_NAME = register_file
export DESIGN_NICKNAME = register_file
export VERILOG_FILES = /design/flow/design.v
export SDC_FILE = /design/flow/constraint.sdc
export NUM_CORES = 4
export LEC_CHECK = 1
export CORE_UTILIZATION = 30
$ cat flow/constraint.sdc
current_design register_file

set clk_period 12.0
set clk_io_pct 0.2

create_clock -name clk0 -period $clk_period [get_ports {i_clk}]

set non_clock_inputs [all_inputs -no_clocks]
set_input_delay [expr $clk_period * $clk_io_pct] -clock clk0 $non_clock_inputs
set_output_delay [expr $clk_period * $clk_io_pct] -clock clk0 [all_outputs]
$ cat flow/design.v
`timescale 1ns/100ps
module register_file
#(
    parameter NB_DATA = 32,
    parameter N_REGS  = 32,
    parameter _NB_ADDR = $clog2(N_REGS)
 )
 (
    input  wire                      i_clk,
    input  wire                      i_rst,
    input  wire                      i_write_enable,
    input  wire [ NB_DATA-1 : 0]     i_data,
    input  wire [_NB_ADDR-1 : 0]     i_write_addr,
    input  wire [_NB_ADDR-1 : 0]     i_read_addr_RS,
    input  wire [_NB_ADDR-1 : 0]     i_read_addr_RT,
    input  wire [_NB_ADDR-1 : 0]     i_read_addr_debug,
    output wire [NB_DATA - 1 : 0]    o_data_debug,
    output wire [NB_DATA-1 : 0]     o_data_RS,
    output wire [NB_DATA-1 : 0]     o_data_RT
 );
reg [NB_DATA - 1 : 0] registers [N_REGS - 1 : 0];
integer i;
always @ (posedge i_clk)
begin
    if (i_rst)
    begin
        for (i = 0 ; i < N_REGS ; i = i + 1)
            registers[i] <= i;    
    end
    else if (i_write_enable)
        registers[i_write_addr] <= i_data;
end
assign o_data_RS = registers[i_read_addr_RS];
assign o_data_RT = registers[i_read_addr_RT];
assign o_data_debug = registers[i_read_addr_debug];
endmodule
==> notes.md <==
Results of the full flow below.

Status:
- The run finished with clean final reports.

Routing:
- The run gives the average wire length per cell after detail routing as 31.6 um.
- The run puts the number of remaining DRC errors at 0.
- The run puts the remaining number of nets flagged by the antenna check after routing at 0.
- The run gives the number of vias per cell after detailed routing as 5.73.
- The run puts the number of DRC markers after the initial detailed-route iteration at 4443.
- The run gives the routed wire length as 273000 um.
- The run puts the detailed-route via count at 49500.
- The run gives the number of iterations in the first detailed-routing pass as 6.

Pwr:
- The run gives the power per cell area as 129 nW/um2.
- The run gives the worst voltage drop across the vdd grid as 0.108 mV.
- The run gives the static leakage power as 28.3 nW.
- The run puts the total chip power at 0.00937 W.

Worst setup path:
- The critical path ends at o_data_RS[31].
- The run gives the cell occurring most often along the worst timing path as clkdlybuf4s50_1.
- The run puts the required arrival time at the worst endpoint at 9.60 ns.
- The worst setup path is launched from an input port.
- Per the timing report, the biggest fanout along the worst path comes to 42.
- The run gives the critical path arrival as 6.30 ns.
- Per STA, the highest per-stage delay on the worst path measures 0.75 ns.
- Looking at the critical path, the single cell with the biggest stage delay is buf_4.
- For reference, the critical path is launched at i_read_addr_RS[0].
- STA classifies the critical path endpoint as an output port.
- The run gives the kind of critical path as input port to output port.
- Listed in order, past its start point the critical path passes clkdlybuf4s50_1 > nor2b_4 > buf_4 > a22o_1 > nor3_1 > a31oi_1 > nand3_1 > clkdlybuf4s50_1.

Yosys:
- The run puts the per-instance average area after synthesis at 11.1 um2.
- By instance count, the leading cell after synthesis is mux2i_1.
- The run gives the most instantiated flip-flop cell in the synthesis netlist as edfxtp_1.
- The run gives the tally of unique sky130hd cells used after synthesis as 27.
- The synthesized netlist has a Yosys-reported chip area of 64800 um2.
- The synthesized design contains 1024 enable-type register cells.
- Summed over all instances, the cell type with the most area after synthesis is edfxtp_1.
- Sorting the synthesized cells by area gives the leading types as edfxtp_1 (47%), mux2i_1 (24%), and2_1 (9.1%).
- The synthesis run shows the most used standard cells to be mux2i_1 (1536), edfxtp_1 (1024), and2_1 (947).
- The run gives the fraction of registers with async set/reset as 0.
- The run puts the cell total in the yosys stat output at 5814.
- The run puts the total of flip-flops plus latches after synthesis at 1024.
- The run gives the proportion of synthesized chip area in sequential cells as 0.475.
- The cell count after synthesis came out at 5814.
- The run puts the share of the synthesized area in the top cell type at 0.475.
- The run gives the count of warnings emitted by yosys as 1.
- The run puts the cell area after synthesis at 64800 um2.

Final layout:
- The run puts the filler cell count at 20700.
- The run puts the share of layout cells above drive strength 1 at 0.0787.
- In the final layout, the registers with the most flip-flops are registers x1024.
- The run gives the total non-filler cell area in the finished layout as 72700 um2.
- The largest register by flop count is registers.
- The run gives the area added between synthesis and finish as 12.3%.
- The register with the most flip-flops in the layout has 1024 of them.

GRT:
- The run puts the wire length of the first global-routing pass at 379000 um.
- Overall routing resource usage recorded by global route was 0.257.
- The run puts the maximum number of pins on one net before global-route repair at 99.
- The number of global-route vias before repair was 50200.
- The run gives the aggregate global routing overflow as 0.
- The initial antenna violation count is 21.

Timing:
- The run gives the total of endpoints with negative setup slack in the final report as 0.
- The run gives the clock period minus final worst setup slack as 8.70 ns.
- The run gives the transition time at the pin with the least slew margin as 0.966 ns.
- The run gives the worst slew margin relative to its limit as 0.353.
- For the final routed database, the setup TNS stands at 0 ns.
- The final timing report lists a hold violation count of 0.
- The run puts the post-layout period usage of the worst path at 0.725.
- Setup repair after global routing left no endpoint under its margin.
- The run gives the highest clock rate as 115 MHz.
- The run puts the least setup slack across all paths after layout at 3.30 ns.
- The run puts the count of final max-slew check failures at 0.

Clock tree:
- The run gives the CTS root buffer as clkbuf_16.
- For this design, the CTS-stage hold fixing added 0 buffers.
- The run puts the maximum clock path buffer count at 3.
- The number of clock buffers added by TritonCTS is 110.
- The timing report gives the clock slew at the launch and capture registers of the worst setup and hold paths as 0.07 ns.
- The run puts the TritonCTS sink count at 1024.
- The run gives the count of H-tree levels built during CTS as 3.
- The run puts the number of buffers inserted to repair setup after CTS at 0.
- TritonCTS built the clock tree.
- The run gives the post-cts repair resize count as 0.

Placement:
- The run puts the global placement routability congestion at 0.968.
- Detailed placement reports a standard cell area of 69000 um2.
- STA on the placed design reports a worst setup slack of 3.44 ns.
- The run puts the count of buffers from port buffering at 150.
- Summed over all nets, the half-perimeter wirelength after detailed placement is 157000 um.

Job:
- The tool warning count for the run is 26.
- The run gives the number of max-cap violations as 0.

Floorplan:
- The chip occupies 218000 um2.
- The run puts the share of the core filled by cells before placement at 0.302.
- The floorplan report gives the top-level pin count as 151.
- The run gives the total number of placement rows as 170.
- The run gives the core outline area as 215000 um2.
- The run gives the die width as 467 um.
- The run puts the y dimension of the die at 467 um.

Worst hold path:
- The type recorded for the worst min-delay path is input port to flop.
## power by group
group / internal (W) / switching [W] / total, W
clock: 0.00207 / 0.00151 / 0.00358
combinational: 0.000542 / 0.000967 / 0.00151
sequential: 0.00414 / 0.000147 / 0.00428
## cell families (layout without fill, tap and decap cells)
kind of cell | Yosys count | after routing | synth area share
other | 0 | 19 | 0
buffers and inverters | 590 | 558 | 0.0428
muxes | 1536 | 1536 | 0.237
AOI/OAI and AO/OA | 864 | 864 | 0.0908
DFF | 1024 | 1024 | 0.475
and+or+nand+nor | 1800 | 1800 | 0.155
## cells in the final DEF, fill, tap and decap left out, types with 7 or more instances in the layout
| cell | synthesis | layout |
|---|---|---|
| or2_2 | 35 | 35 |
| nor2_4 | 0 | 32 |
| nand3_1 | 289 | 289 |
| diode_2 | 0 | 19 |
| clkinv_2 | 0 | 18 |
| buf_12 | 0 | 7 |
| buf_4 | 99 | 195 |
| clkdlybuf4s50_1 | 0 | 147 |
| nand2_1 | 293 | 290 |
| bufinv_16 | 0 | 16 |
| edfxtp_1 | 1024 | 1024 |
| mux2i_1 | 1536 | 1536 |
| a22o_1 | 192 | 192 |
| and2_1 | 947 | 944 |
| or3_1 | 82 | 82 |
| clkbuf_16 | 0 | 114 |
| clkbuf_1 | 315 | 22 |
| nor3_1 | 96 | 96 |
| a31oi_1 | 96 | 96 |
| clkinv_1 | 0 | 25 |
| a21oi_1 | 288 | 288 |
| clkinvlp_4 | 0 | 8 |
| a22oi_1 | 288 | 288 |
## worst min path at each step
stage           from                         endpoint  slack, ns  cells past startpoint
4_1_cts   i_data[12]  registers[28][12]$_SDFFCE_PN0P_       2.55                      3
5_1_grt   i_data[12]  registers[25][12]$_SDFFCE_PN0P_       2.62                      3
6_report  i_data[12]  registers[28][12]$_SDFFCE_PN0P_       2.58                      3
## metrics by stage
| stage | hold slack (ns) | util | cells |
|---|---|---|---|
| finish | 2.58 | 0.339 | 8639 |
| global route | 2.62 | 0.339 | 8624 |
| global placement | 3.36 | 0.321 | 8414 |
| CTS | 2.55 | 0.339 | 8620 |
| floorplan | 2.58 | - | 5814 |
| detailed placement | 3.36 | 0.321 | 8414 |
## layout make-up
cell class,instances,area (um2),area share
multi-input combinational,4200,31600,0.434
sequential,1024,30700,0.423
tap,2838,3550,0.0488
timing repair buffer,352,3120,0.0429
clock buffer,136,2940,0.0404
clock inverter,70,769,0.0106
antenna,19,47.5,0.000654
## worst max-delay path: cells and delay by family
kind / cells / cell delay (ns)
compound gates: 2 / 0.75
buf+inv: 3 / 2.04
simple gates: 3 / 1.07
## metal layers
metal  track usage  share of wire  vias to the layer above  wire length, um
met3         0.149           0.14                      951            38800
met5       0.00439         0.0014                        -              390
met1         0.285           0.34                    23800            91900
li1              -              -                    21400                -
met2         0.379           0.44                     3386           120000
met4         0.160          0.079                       28            21600
Power is estimated from default activity; no workload was simulated.
